--- design/flow/design.v ---
module cmp_core(clk, inSA, inLA, inSB, inLB, outSMIN, outLMIN, outSMAX, outLMAX);
parameter SUM_LEN = 10;
parameter LBL_LEN = 10;
input clk;
input [SUM_LEN-1 : 0] inSA;  
input [LBL_LEN-1 : 0] inLA;
input [SUM_LEN-1 : 0] inSB;  
input [LBL_LEN-1 : 0] inLB;
output [SUM_LEN-1 : 0] outSMIN;  
output [LBL_LEN-1 : 0] outLMIN;
output [SUM_LEN-1 : 0] outSMAX;  
output [LBL_LEN-1 : 0] outLMAX;
reg [SUM_LEN-1 : 0] dXMIN;
assign outSMIN = dXMIN;
reg [LBL_LEN-1 : 0] dLMIN;
assign outLMIN = dLMIN;
reg [SUM_LEN-1 : 0] dXMAX;
assign outSMAX = dXMAX;
reg [LBL_LEN-1 : 0] dLMAX;
assign outLMAX = dLMAX;
always @(posedge clk)
begin
	if (inSA > inSB)
	begin
		dXMAX = inSA;
		dLMAX = inLA;
		dXMIN = inSB;
		dLMIN = inLB;
	end 
	else
	begin
		dXMAX = inSB;
		dLMAX = inLB;
		dXMIN = inSA;
		dLMIN = inLA;
	end
end
endmodule
--- design/flow/config.mk ---
export PLATFORM = sky130hd
export DESIGN_NAME = cmp_core
export DESIGN_NICKNAME = cmp_core
export VERILOG_FILES = /design/flow/design.v
export SDC_FILE = /design/flow/constraint.sdc
export NUM_CORES = 4
export LEC_CHECK = 1
export CORE_UTILIZATION = 40
--- design/flow/run.sh ---
#!/bin/bash
# OpenROAD 26Q1-2900-gdf79404cd8, Yosys 0.63+post, stock flow scripts
make -C /OpenROAD-flow-scripts/flow DESIGN_CONFIG=/design/flow/config.mk WORK_HOME=/design/flow/orfs finish
--- design/flow/constraint.sdc ---
current_design cmp_core

set clk_period 8.7
set clk_io_pct 0.2

create_clock -name clk0 -period $clk_period [get_ports {clk}]

set non_clock_inputs [all_inputs -no_clocks]
set_input_delay [expr $clk_period * $clk_io_pct] -clock clk0 $non_clock_inputs
set_output_delay [expr $clk_period * $clk_io_pct] -clock clk0 [all_outputs]
==> results_slide.txt <==
Implementation Results

Outcome
  • Status: completed

Power and ir drop
  • Design Power: 0.000599 W
  • Leak Pwr: 1.33 nW
  • Pint: ~0.00043 W
  • Switching Share: 27.7%
  • PD cells: 179 nW/µm²
  • Max IR drop VDD: 95.0 µV
  • Combinational share of power: about a third
  • Flop pwr share: a little under two fifths
  • Clock power share: 27.9%
  • NetSw: between 0.00015 and 0.0002 W

Floorplanning
  • Core Density at Floorplan: 42.6%
  • Core Footprint: around 5600 µm²
  • Die Footprint: around 6300 µm²
  • Die height: around 79 µm
  • Row count: 27
  • Die Wd: approximately 79 µm
  • IO Pins: 81

Final timing
  • Final Hold Viols: 0
  • Final setup fails: 0
  • Relative slew slack: 49.7%
  • Slew Limit Fails: 0
  • RSZ-0062 raised after global routing: no
  • Worst Max-Slew Pin Slew: 0.753 ns
  • Fin crit share: a little under half
  • Maximum clock frequency: 0.244 GHz
  • Tmin final: 4.09 ns
  • Setup TNS: 0 ns
  • Hold Slack: 2.10 ns

Route
  • 1st-iter DRT viols: between 100 and 150
  • DRC viols: 0
  • Vias: 2457
  • Wire per inst: 17.7 µm
  • Routed vias/inst: 6.04
  • Detailed Routing Iterations Pass 1: 4
  • N_diodes: 0
  • Detail Route Antenna Nets: 0
  • Final wirelength: 7200 µm

GRT
  • Via count of the first global-routing pass: 2332
  • Global Route Usage Sum: roughly a quarter
  • Antenna violations before repair: 0
  • Largest net degree at the start of global routing: 41
  • First-pass GRT wire length: roughly 12000 µm
  • Congestion Overflow GR: 0

Critical path
  • Worst Path Max Fanout: 26
  • WP data arrival: 4.26 ns
  • Critical Path Start Type: input pin
  • Crit Path Category: input pin to flop
  • Crit path DRT: 8.87 ns
  • Critical Path Sink Type: flop

Yosys
  • Yosys stat chip area: 2400 µm²
  • Mean Syn Cell Area: 8.86 µm²
  • Synth Register Bits: 40
  • Cell Type Count: 17
  • Synthesized area: 2400 µm²
  • Warnings, synthesis: 1
  • Yosys cell count: 271
  • Seq share, synth: 33.3%
  • Post-synthesis instance total: 271

Clock tree
  • CTS Buf Count: 5
  • Post-CTS resize count: 0
  • Worst-path clk slew: 0.08 ns
  • Postcts setup bufs: 0
  • CTS Buffer Depth: 2
  • CTS tree: yes
  • Htree depth: 2
  • Root buf cell: clkbuf_8
  • Cts-stage hold buffer count: 0
  • Clk sinks: 40

Placement
  • Port Buffers: about 80
  • GPL Wtd Cong: 0.859
  • Post-detail-place hpwl: 4620 µm

Job
  • Max cap viols: 0
  • Tool Warnings: 25

Final layout
  • Share of cells above drive strength 1: 17.9%
  • P&R area growth vs syn: 39.2%
  • Utilization after layout: 59.3%
  • Number of fill cells: 490

Worst hold path
  • Min-Delay Path Class: input pin to flop
-- Yosys cell counts (all sizes together) --
library cell	n	share of area [%]
ha	10	5.2
o21ai	40	8.3
a2bb2oi	1	0.36
and4	3	1.1
nor2b	1	0.26
o211a	2	0.83
clkbuf	28	4.4
nand3	40	8.3
nand2	2	0.31
buf	5	2.3
dfxtp	40	33
inv	11	1.7
a21oi	3	0.62
nand4	42	11
o211ai	42	22
and3	1	0.26
-- sequential cells by signal, summed over array words and instances, names as in the netlist --
name	flops
dLMIN	10
dXMAX	10
dXMIN	10
dLMAX	10
-- per-stage QoR --
stage / cells / setup slack, ns / instance area, µm²
3_3_place_gp: 399 / 4.33 / 3220
2_1_floorplan: 271 / 5.57 / 2400
5_1_grt: 407 / 4.46 / 3340
6_report: 407 / 4.61 / 3340
4_1_cts: 407 / 4.64 / 3340
3_5_place_dp: 399 / 4.35 / 3220
-- worst max-delay path, stage by stage --
cell             delay, ns
clkdlybuf4s50_1       0.52
inv_1                 0.06
ha_1                  0.32
a21oi_1               0.28
o211a_1               0.21
and3_2                0.48
buf_4                 0.48
o211ai_2              0.14
-- area by class of cell --
| cell class | instances | area [µm²] | area share [%] |
|---|---|---|---|
| Timing Repair Buffer | 89 | 868 | 26.0 |
| Clock inverter | 1 | 30.0 | 0.898 |
| Tap cell | 72 | 90.1 | 2.69 |
| Clock buffer | 7 | 96.3 | 2.88 |
| Multi-Input combinational cell | 187 | 1420 | 42.4 |
| Inverter | 11 | 41.3 | 1.23 |
| Sequential cell | 40 | 801 | 23.9 |
-- power groups by stage --
stage / Combinational (W) / Clock (W) / Sequential [W]
finish: 0.000205 / 0.000167 / 0.000227
global route: 0.000224 / 0.000181 / 0.000230
CTS: 0.000207 / 0.000171 / 0.000227
-- layout by cell type, fill, tap and decap left out, drive strengths merged --
master	Yosys	final
clkdlybuf4s50	0	80
nand4	42	42
o211ai	42	42
nand3	40	40
o21ai	40	40
dfxtp	40	40
inv	11	11
ha	10	10
buf	5	9
clkbuf	28	7
a21oi	3	3
and4	3	3
nand2	2	2
o211a	2	2
a2bb2oi	1	1
nor2b	1	1
and3	1	1
bufinv	0	1
-- per-layer routing --
| layer | wire [µm] | GRT usage, % |
|---|---|---|
| met1 | 3360 | 37.8 |
| met2 | 3180 | 35.4 |
| met3 | 546 | 4.29 |
| met4 | 108 | 4.55 |
| met5 | 0 | 0 |
-- cell families after synthesis --
logic type	Yosys count	synth area share [%]
AOI/OAI and AO/OA	88	31.8
buffers and inverters	44	8.44
adders and majority gates	10	5.21
and+or+nand+nor	89	21.2
DFF	40	33.3
-- worst paths after layout --
kind	start	end	cells past startpoint
worst max-delay path	inSB[9]	dXMIN[5]	8
worst min-delay path	inLA[6]	dLMAX[6]	3
Power and IR drop assume default switching activity.
