<file path="design/flow/config.mk">
export PLATFORM = sky130hd
export DESIGN_NAME = pos_core
export DESIGN_NICKNAME = pos_core
export VERILOG_FILES = /design/flow/design.v
export SDC_FILE = /design/flow/constraint.sdc
export NUM_CORES = 4
export LEC_CHECK = 1
export CORE_AREA = 10 10 87 87
export DIE_AREA = 0 0 97 97
</file>
<file path="design/flow/constraint.sdc">
current_design pos_core

set clk_period 2.2
set clk_io_pct 0.2

create_clock -name clk0 -period $clk_period [get_ports {clk}]

set non_clock_inputs [all_inputs -no_clocks]
set_input_delay [expr $clk_period * $clk_io_pct] -clock clk0 $non_clock_inputs
set_output_delay [expr $clk_period * $clk_io_pct] -clock clk0 [all_outputs]
</file>
<file path="design/flow/design.v">
module pos_core (clk, inL, inXPrev, inYPrev, outXSum, outYSum);
parameter LBL_LEN = 10;
parameter CSUM_LEN = 7;
input clk;
input [LBL_LEN-1 : 0] inL;
input [CSUM_LEN-1 : 0] inXPrev;
input [CSUM_LEN-1 : 0] inYPrev;
output [CSUM_LEN-1 : 0] outXSum;
output [CSUM_LEN-1 : 0] outYSum;
reg [CSUM_LEN-1 : 0] xsum;
reg [CSUM_LEN-1 : 0] ysum;
always @(posedge clk) begin
	xsum <= inXPrev + inL[LBL_LEN-1 : LBL_LEN/2];  
	ysum <= inYPrev + inL[LBL_LEN/2-1 : 0];  
end
assign outXSum = xsum;
assign outYSum = ysum;
endmodule
</file>
<file path="design/flow/run.sh">
#!/bin/bash
# OpenROAD 26Q1-2900-gdf79404cd8, Yosys 0.63+post, stock flow scripts
make -C /OpenROAD-flow-scripts/flow DESIGN_CONFIG=/design/flow/config.mk WORK_HOME=/design/flow/orfs finish
</file>
==> run notes <==
The implementation run finished. In this run the deepest clock path goes through 2 buffers. Number of resized instances in the post-cts repair step landed at 0. Mean instance size in the synthesized netlist landed at 10.2 sq um. The number of antenna violations at the first check in global routing is 0. Proportion of synthesized flip-flops having asynchronous set or reset landed at 0%. Number of warning messages in the logs landed at 25. Total wirelength of the detailed-routed design landed at 1990 um. Largest net degree at the start of global routing landed at 8. Buffers placed on the I/O ports in this run total 38. Once detailed placement completed, the half-perimeter wirelength came to 1800 um. Count of flip-flops with a built-in enable after synthesis landed at 0. Worst hold slack landed at 0.779 ns. The violation tally recorded at the end of detailed-routing iteration 0 is 7. Summed area of non-filler cells in the final layout landed at 1260 sq um. Switching share of total power landed at 23.0%.

Power per unit of standard cell area landed at 595 nW/um^2. Leaving out fill and tap cells, the most frequent cells in the layout are 38 x clkdlybuf4s50_1, 14 x dfxtp_1, 10 x inv_1, 10 x ha_1, 6 x xnor2_1. In this run, flip-flops and latches consume 41.0% of the power.

The synthesized netlist contains 17 unique library cells. The top cell type in the final layout, fill and taps aside, is clkdlybuf4s50_1. The global routing report lists combined usage of all routing layers as 4.22%. Global placer's final weighted congestion landed at 0.699. In the final layout, the share of cells above drive strength 1 is 8.70%. Combinational cell fraction of total power landed at 31.0%. The first global-routing pass estimated 3350 um of wire. After detailed routing, the number of remaining DRC violations is 0. The post-placement cell area is 1220 sq um. Total setup violations reported at the end of the flow landed at 0. The switching component of the power was reported as 173 uW.

H-tree depth landed at 1. The most critical min-delay path falls under in2reg. Post-CTS setup buffer count landed at 0.

Looking at the critical path, the highest net fanout was 2. Remaining number of nets flagged by the antenna check after routing landed at 0. Arrival time at the worst endpoint landed at 2.07 ns. TritonCTS sink count landed at 14. The number of antenna diodes in the final layout is 0. For this run, the number of Yosys warnings is 1. Time the final worst path needs with I/O delays and setup landed at 1.89 ns. In this run the clock root is driven by a clkbuf_8.

Among all stages on the critical path, the largest delay is contributed by clkdlybuf4s50_1. Data required time of the critical path landed at 2.37 ns. The floorplan step defined a die boundary enclosing 9410 sq um. Utilization after layout landed at 22.4%. The internal power of the cells totals 578 uW.

Placed instance count landed at 184. The timing report gives the clock slew at the launch and capture registers of the worst setup and hold paths as 0.06 ns. For this run, the register share of the synthesized area comes to 38.1%. Cts-stage hold buffer count landed at 0. The script extracted a total leakage power of 0.529 nW. The floorplan has 27 rows. Count of state elements after synthesis landed at 14.

Length of the first detailed-routing pass in iterations landed at 4. Total count of hold-check failures in the final report landed at 0. Starting density of the core landed at 13.0%. Largest voltage drop on the vdd net landed at 0.163 mV.

Setup repair after global routing left no endpoint under its margin. Per the detail_route report, the via count comes to 637. 39 I/O pins were placed. The via count of the first global-routing pass was 653. The count of cells in the finished layout, fillers not included, comes to 187.

The run finished with clean final reports. Die boundary width landed at 97 um. Post-detailed-route wirelength per cell landed at 10.6 um. After technology mapping, the gate count stands at 72. The worst setup path is of the in2reg kind. STA classifies the critical path endpoint as a flip-flop. Post-synth area from yosys stat landed at 736 sq um.

On the worst path, the slowest cell contributes a delay of 0.46 ns. Number of buffers added by the clock tree synthesis step landed at 3. For reference, the critical path cell chain is clkdlybuf4s50_1, ha_1, inv_1, fa_1, nor2b_1, o2111ai_1, nand3_1, xor2_1. The worst setup path is launched from an input pin.

Dividing the detail-routed via count by the number of cells gives 3.41. Headroom to the max-slew limit landed at 87.4%. Slew at the pin closest to its max-slew limit landed at 0.188 ns.

The clock network is responsible for 28.0% of the overall power. Max capacitance violation total landed at 0. The vertical die dimension reported for this design is 97 um.

The final timing summary puts the cycle share of the worst path at 86.1%. Layout-stage area growth over the synthesis result landed at 71.6%. Sum of negative setup slack landed at 0 ns. Per the final report, max-transition violations number 0. Among all flip-flop cells after synthesis, the most frequent one is dfxtp_1.

In this run the cell area of the synthesized design comes to 736 sq um. TritonCTS built the clock tree. Post-synthesis cell count from yosys landed at 72. Placeable core region landed at 5640 sq um.

Summed over all layers, the global routing overflow is 0. Fmax landed at 528 MHz.
metal layers:
metal | up-vias | track usage (%) | part of all wire, %
met4 | 0 | 1.13 | 2.4
met1 | 295 | 4.67 | 37
met3 | 2 | 0.501 | 2.8
met2 | 10 | 8.13 | 58
met5 | - | 0 | 0
li1 | 330 | - | -
cell type report:
| cell class | count | area, sq um |
|---|---|---|
| Inverter | 10 | 37.5 |
| Clock buffer | 3 | 41.3 |
| Multi-Input combinational cell | 48 | 418 |
| Sequential cell | 14 | 280 |
| Timing Repair Buffer | 40 | 395 |
| Fill cell | 605 | 4380 |
| Tap cell | 72 | 90.1 |
through the flow:
step | setup slack, ns | total power, mW
after floorplan | 0.617 | 0.394
after global placement | 0.0412 | 0.553
after detailed placement | 0.0445 | 0.553
after CTS | 0.293 | 0.772
after global routing | 0.183 | 0.804
final | 0.306 | 0.751
power groups by stage:
stage | Clock (mW) | Sequential, mW | Combinational [mW]
6_report | 0.210 | 0.308 | 0.233
5_1_grt | 0.233 | 0.312 | 0.259
4_1_cts | 0.223 | 0.309 | 0.240
Yosys cell counts (4+ instances only):
library cell   n  area [sq um]
dfxtp_1       14           280
ha_1          10           125
inv_1         10          37.5
xnor2_1        6          52.6
nand2_1        4          15.0
nand3_1        4          20.0
o21ai_0        4          20.0
xor2_1         4          35.0
logic make-up after synthesis:
group / synth area share, %
XOR/XNOR: 11.9
AND-OR/OR-AND: 15.6
adder cells (fa/ha/maj): 22.4
AND/OR/NAND/NOR: 6.80
flip-flops: 38.1
buffers and inverters: 5.10
sequential cells by signal (all words and copies together) (netlist names):
name	count
ysum	7
xsum	7
final timing paths:
kind  startpoint              end  slack [ns]  depth (start not counted)
max       inL[0]  ysum[6]$_DFF_P_        0.31                          8
min   inYPrev[6]  ysum[6]$_DFF_P_        0.78                          2
worst max-delay path: cells and delay by family:
kind,cells,cell delay (ns)
compound gates,1,0.11
xor+xnor,1,0.14
fa+ha+maj,2,0.58
buf+inv,2,0.52
simple gates,2,0.27
Power and IR drop assume default switching activity.
