## flow/design.v

```verilog
module sm_core (inV, inS, outV, outS, clk, dclk);
parameter SUM_LEN = 10;
parameter WORD_LEN = 6;
input clk;
input  [WORD_LEN-1 : 0] inV;  
input  [SUM_LEN-1 : 0] inS;	 
output [WORD_LEN-1 : 0] outV;  
output [SUM_LEN-1 : 0] outS;  
reg  [WORD_LEN-1 : 0] stor;  
reg  [SUM_LEN-1 : 0] rgS;  
wire [WORD_LEN : 0] absstor;  
assign absstor = (stor > inV)?(stor - inV):(inV - stor); 
always @(posedge clk) begin
	rgS <= absstor + inS;
end
assign outV = inV; 
assign outS = rgS;
input dclk;  
always @(posedge clk) begin
	if (dclk == 1)
		stor <= inV;  
end
endmodule
```

## flow/run.sh

```bash
#!/bin/bash
# OpenROAD 26Q1-2900-gdf79404cd8, Yosys 0.63+post, stock flow scripts
make -C /OpenROAD-flow-scripts/flow DESIGN_CONFIG=/design/flow/config.mk WORK_HOME=/design/flow/orfs finish
```

## flow/config.mk

```make
export PLATFORM = sky130hd
export DESIGN_NAME = sm_core
export DESIGN_NICKNAME = sm_core
export VERILOG_FILES = /design/flow/design.v
export SDC_FILE = /design/flow/constraint.sdc
export NUM_CORES = 4
export LEC_CHECK = 1
export CORE_AREA = 10 10 82 82
export DIE_AREA = 0 0 92 92
```

## flow/constraint.sdc

```tcl
current_design sm_core

set clk_period 5.2
set clk_io_pct 0.2

create_clock -name clk0 -period $clk_period [get_ports {clk}]

set non_clock_inputs [all_inputs -no_clocks]
set_input_delay [expr $clk_period * $clk_io_pct] -clock clk0 $non_clock_inputs
set_output_delay [expr $clk_period * $clk_io_pct] -clock clk0 [all_outputs]
```

==> results.rst <==
Flow metrics
------------

.. list-table::
   :header-rows: 1

   * - Metric
     - Value
   * - Syn Area/Cell
     - 9.05 µm²
   * - Total routing usage reported by global routing
     - 6.45%
   * - Clock buffer count from CTS
     - 3
   * - Share of the clock period used by the worst path after layout
     - 78.4%
   * - Xor+xnor area frac
     - 6.05%
   * - Yosys top cell by area
     - ha_1
   * - Kind of start point of the critical path
     - primary input
   * - Adder share
     - 22.8%
   * - Number of DRC violations after detailed-routing iteration 0
     - 22
   * - Warning count from the yosys run
     - 1
   * - Yosys synthesis chip area
     - 0.00130 mm²
   * - Power density over cell area
     - 319 mW/mm²
   * - Mapped Cells
     - 144
   * - Clk Tree Root Cell
     - clkbuf_8
   * - Top Ports
     - 34
   * - Layout overhead on the synthesized area
     - 32.4%
   * - Worst slew margin relative to its limit
     - 75.6%
   * - First-pass GRT wire length
     - 4.61 mm
   * - Port Buffer Count
     - 33
   * - Die X-Extent
     - 92 µm
   * - Number of unique standard cell types used by synthesis
     - 34
   * - Run status
     - completed
   * - # clock sinks
     - 16
   * - Clock Latency Late Sink
     - 0.25 ns
   * - Final weighted congestion of routability-driven global placement
     - 0.808
   * - Slack of the worst reg-to-reg path
     - 2.13 ns
   * - Final setup violation count
     - 0
   * - Cell count after placement
     - 240
   * - Initial antenna violation count
     - 0
   * - Layout Skew
     - 0.00442 ns
   * - Antenna fix cells
     - 0
   * - Unrepaired setup endpoints after global routing
     - false
   * - Static Leakage
     - 0.758 nW
   * - Count of nets left with antenna violations after detail routing
     - 0
   * - Worst setup EP type
     - flop
   * - Timing-limited maximum frequency
     - 245 MHz
   * - Routed WL
     - 2.62 mm
   * - CTS tree
     - yes
   * - Hold_buf cts
     - 0
   * - Crit path arrival time
     - 4.22 ns
   * - Via count of the first global-routing pass
     - 1005
   * - Simple share
     - 11.2%
   * - Cell resize tally after clock tree synthesis
     - 0
   * - Commonest cells after routing, fill and taps aside
     - 33 x clkdlybuf4s50_1, 19 x inv_1, 19 x ha_1, 14 x nor2_1
   * - Class of the worst hold path
     - reg2reg
   * - Die boundary height
     - 92 µm
   * - Clock-pin slew reported for the worst setup and hold paths after clock tree synthesis
     - 0.07 ns
   * - Max H-tree Level
     - 1
   * - Largest cells by area after synthesis
     - ha_1 18%, dfxtp_1 15%, edfxtp_1 14%
   * - Floorplan die area
     - 0.00846 mm²
   * - Largest fanout on the critical path
     - 8
   * - Pin count of the biggest net entering global routing
     - 10
   * - Number of max-cap violations
     - 0
   * - Num rows
     - 26
   * - Post-CTS setup buffer count
     - 0
   * - Post-route DRC violation count
     - 0
   * - Data required time of the worst path
     - 5.34 ns
   * - Area fraction in compound gates after synthesis
     - 17.9%
   * - Dominant logic cell type in the layout
     - clkdlybuf4s50_1
   * - Vias per cell
     - 4.18
   * - Critical path class
     - in2reg
   * - Mux share
     - 3.17%
   * - Leftover overflow at the end of global routing
     - 0
   * - Count of tool warnings
     - 31
   * - Buffer levels on the longest clock path
     - 2
   * - Final worst path period need
     - 4.08 ns
   * - Routed via count
     - 1019
   * - Number of cells in the yosys synthesis report
     - 144
   * - Summed instance area of the synthesized netlist
     - 0.00130 mm²
   * - Sequential share of the synthesized area
     - 29.2%
   * - Cell Count, Final, Fillers Out
     - 244
   * - Top non-seq family
     - adder cells
   * - Initial Utilization
     - 25.7%
   * - Core area
     - 0.00507 mm²
   * - Final Hold Fails
     - 0
   * - Post-detailed-route wirelength per cell
     - 10.8 µm
   * - VDD IR max
     - 115 µV
   * - Ratio of cells with drive above 1 in the final layout
     - 4.60%
   * - Slew of the pin with the lowest slew margin
     - 0.366 ns
   * - Initial DRT Pass Iterations
     - 4
   * - Detailed-placement wirelength estimate
     - 2.21 mm
   * - Synthesis-stage register bit count
     - 16
   * - Number of max-slew violations in the final report
     - 0
   * - Top cell area share
     - 18.2%
   * - Final total negative setup slack
     - 0 ns
-- final cells by class --
type / count / area, µm²
flip-flops and latches: 16 / 380
clock buffers: 4 / 55.1
multi-input cells: 101 / 798
well taps: 70 / 87.6
fillers: 547 / 3350
repair buffers: 33 / 330
inverters: 20 / 75.1
-- power by group --
group	leakage (nW)	switching, mW	internal [mW]
combinational	0.586	0.110	0.153
sequential	0.143	0.00848	0.168
clock	0.0288	0.0447	0.0672
-- per-stage QoR --
stage | hold WS (ns) | power [mW] | setup slack (ns) | utilization [%] | cell area (µm²)
2_1_floorplan | 0.730 | 0.335 | 1.66 | - | 1300
3_3_place_gp | 0.770 | 0.447 | 0.889 | 32.9 | 1670
3_5_place_dp | 0.776 | 0.447 | 0.804 | 32.9 | 1670
4_1_cts | 0.798 | 0.565 | 1.06 | 34.0 | 1730
5_1_grt | 0.853 | 0.604 | 0.806 | 34.0 | 1730
6_report | 0.781 | 0.551 | 1.12 | 34.0 | 1730
-- flip-flops by register name, indices dropped and copies added (netlist names) --
name / count
rgS: 10
stor: 6
-- final timing paths --
| check | startpoint | to | depth (start not counted) |
|---|---|---|---|
| min | stor[0]$_DFFE_PP_ | rgS[0]$_DFF_P_ | 3 |
| max reg2reg | stor[2]$_DFFE_PP_ | rgS[8]$_DFF_P_ | 12 |
| min reg2reg | stor[0]$_DFFE_PP_ | rgS[0]$_DFF_P_ | 3 |
| max | inV[1] | rgS[8]$_DFF_P_ | 14 |
-- metal layers --
layer | part of all wire [%] | track usage (%)
met1 | 48 | 8.96
met2 | 43 | 9.65
met3 | 7.9 | 2.72
met4 | 0.72 | 0.386
met5 | 0 | 0
-- worst max-delay path, cell delays in order --
cell and delay [ns]:
clkdlybuf4s50_1 0.63, inv_1 0.08, ha_1 0.33, nand2b_1 0.09, a211o_1 0.30, a21oi_4 0.27, mux2i_1 0.26, xnor2_1 0.09
ha_1 0.34, nor2b_1 0.15, o21ai_1 0.08, a21oi_1 0.23, nor4_1 0.07, a311o_1 0.26
-- kinds of logic after synthesis --
logic type / after synthesis
AND/OR/NAND/NOR: 31
buffers and inverters: 27
adder cells (fa/ha/maj): 22
AND-OR/OR-AND: 35
XOR/XNOR: 9
multiplexers: 4
flip-flops: 16
-- cells in the mapped netlist (all sizes together) --
cell type	count
inv	20
ha	19
nor2	14
a21oi	11
dfxtp	10
buf	7
xnor2	7
a21o	6
edfxtp	6
nand2	6
o21ai	6
nor2b	5
a211oi	3
fa	3
mux2i	3
nand2b	2
o21a	2
o22ai	2
xor2	2
a211o	1
a221oi	1
a311o	1
a31oi	1
mux2	1
nand3	1
nand3b	1
nand4	1
nor4	1
o311ai	1
Power and IR drop assume default switching activity.
